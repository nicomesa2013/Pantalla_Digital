## /design/flow/run.sh

```bash
#!/bin/bash
# OpenROAD 26Q1-2900-gdf79404cd8, Yosys 0.63+post, stock flow scripts
make -C /OpenROAD-flow-scripts/flow DESIGN_CONFIG=/design/flow/config.mk WORK_HOME=/design/flow/orfs finish
```

## /design/flow/config.mk

```make
export PLATFORM = sky130hd
export DESIGN_NAME = uart_tx
export DESIGN_NICKNAME = uart_tx
export VERILOG_FILES = /design/flow/design.v
export SDC_FILE = /design/flow/constraint.sdc
export NUM_CORES = 4
export LEC_CHECK = 1
export CORE_AREA = 10 10 83 83
export DIE_AREA = 0 0 93 93
```

## /design/flow/constraint.sdc

```tcl
current_design uart_tx

set clk_period 2.0
set clk_io_pct 0.2

create_clock -name clk0 -period $clk_period [get_ports {clk}]

set non_clock_inputs [all_inputs -no_clocks]
set_input_delay [expr $clk_period * $clk_io_pct] -clock clk0 $non_clock_inputs
set_output_delay [expr $clk_period * $clk_io_pct] -clock clk0 [all_outputs]
```

## /design/flow/design.v

```verilog
module uart_tx 
  #(parameter PulsePerBit = 434)
  (
   input       clk,
   input       i_DV, 
   input [7:0] i_Tx_Byte,  
   output reg  o_Tx_Serial
   );
  localparam s_IDLE         = 2'b00;
  localparam s_TX_START_BIT = 2'b01;
  localparam s_TX_DATA_BITS = 2'b10;
  localparam s_TX_STOP_BIT  = 2'b11;
  reg [1:0]    Estado     = 0;
  reg [8:0]    clk_Count = 0;
  reg [2:0]    Indice   = 0;
  reg [7:0]    r_Tx_Data     = 0;
  always @(posedge clk)
    begin
      case (Estado)
        s_IDLE :
          begin
            o_Tx_Serial   <= 1'b1;          
            clk_Count <= 0;
            Indice   <= 0;
            if (i_DV == 1'b1)
              begin
                r_Tx_Data   <= i_Tx_Byte;
                Estado   <= s_TX_START_BIT;
              end
            else
              Estado <= s_IDLE;
          end  
        s_TX_START_BIT :
          begin
            o_Tx_Serial <= 1'b0;
            if (clk_Count < PulsePerBit-1)
              begin
                clk_Count <= clk_Count + 1;
                Estado     <= s_TX_START_BIT;
              end
            else
              begin
                clk_Count <= 0;
                Estado     <= s_TX_DATA_BITS;
              end
          end  
        s_TX_DATA_BITS :
          begin
            o_Tx_Serial <= r_Tx_Data[Indice];
            if (clk_Count < PulsePerBit-1)
              begin
                clk_Count <= clk_Count + 1;
                Estado     <= s_TX_DATA_BITS;
              end
            else
              begin
                clk_Count <= 0;
                if (Indice < 7)
                  begin
                    Indice <= Indice + 1;
                    Estado   <= s_TX_DATA_BITS;
                  end
                else
                  begin
                    Indice <= 0;
                    Estado   <= s_TX_STOP_BIT;
                  end
              end
          end  
        s_TX_STOP_BIT :
          begin
            o_Tx_Serial <= 1'b1;
            if (clk_Count < PulsePerBit-1)
              begin
                clk_Count <= clk_Count + 1;
                Estado     <= s_TX_STOP_BIT;
              end
            else
              begin
                clk_Count <= 0;
                Estado <= s_IDLE;
              end
          end  
        default :
          Estado <= s_IDLE;
      endcase
    end
endmodule
```

==> impl_metrics.py <==
# Auto-generated metrics
metrics = {
    "hold_path": {
        "hp-class": "reg -> reg",
    },
    "yosys": {
        "async_flop_share_pct": 0,
        "ys_area_um2": 1060,
        "ys_cells": 93,
        "synth_warnings": 1,
        "synth.cellmix.xorXnorShare_pct": 2.47,
        "muxShareOfSynthArea_pct": 4.94,
        "ys_types": 34,
        "ff_type": "dfxtp_1",
        "ys_seq_share_pct": 53.6,
        "fa_ha_area_share_pct": 8.24,
        "edf_count": 11,
        "synth_flops": 23,
        "yosys.area_share.aoi_pct": 11.1,
        "ys_sh_simple_pct": 16.5,
        "synth_area_per_cell_um2": 11.4,
        "syn_area_um2": 1060,
        "topCombFamilyByArea": "simple AND/OR/NAND/NOR gates",
        "syn_inst": 93,
    },
    "pwr": {
        "seq_power_share_pct": 53.3,
        "powerDensity_nw_per_um2": 1030,
        "comb_power_share_pct": 25.9,
        "p_leak_uw": 0.000463,
        "clkPwrFrac_pct": 20.7,
        "p_sw_uw": 408,
        "vdd_drop_max_mv": 0.260,
        "intPower_uw": 922,
        "swShare_pct": 30.7,
    },
    "clock_network": {
        "hold_buffers": 0,
        "post_cts_buffers": 0,
        "numClockSinks": 23,
        "cts_resized": 0,
        "htree_num_levels": 1,
        "cts_tree": "yes",
        "clkSlewWorstSetupHoldPaths_ps": 80,
        "clock_tree.root_cell": "clkbuf_8",
        "cts_buffers": 3,
        "cts_buffer_depth": 2,
        "worstSkewPairLatency_ps": 260,
    },
    "floorplanning": {
        "fp.dieH_um": 93,
        "die_w_um": 93,
        "core_area_um2": 5140,
        "fp_util_pct": 20.7,
        "ios": 11,
        "num_rows": 26,
        "die_area_um2": 8650,
    },
    "drt": {
        "wl_um": 1820,
        "antennaDiodeCount": 0,
        "avgViaCountPerCell": 4.02,
        "drt-initial-drc-count": 39,
        "drc": 0,
        "wl_per_cell_um": 10.4,
        "vias": 704,
        "firstDrtPassIters": 4,
        "ant_nets": 0,
    },
    "grt": {
        "track_usage_pct": 4.04,
        "grt_start_max_net_pins": 13,
        "grt_antenna_before_repair": 0,
        "grt_pass1_wl_um": 3020,
        "overflow": 0,
        "grt_pass1_vias": 675,
    },
    "timing": {
        "tns_ps": 0,
        "whs_ps": 513,
        "maxSlewViolCount": 0,
        "hold_violations": 0,
        "relSlewSlack_pct": 70.4,
        "rsz0062_at_grt": "false",
        "fin_crit_ps": 1520,
        "finalSetupViolations": 0,
        "timing.fmax_ghz": 0.659,
        "fin_crit_sh_pct": 75.9,
        "fin_skew_ps": 5.78,
        "worst_pin_slew_ps": 443,
    },
    "run_status": {
        "status": "complete, no violations",
    },
    "setup_path": {
        "reg2reg_from": "Indice[0]",
        "path_cells": "mux4_2, nand2b_1, a41o_1",
        "cpPeakStageDelay_ps": 520,
        "cpMaxStageDelayCell": "mux4_2",
        "r2r_cells": 3,
        "reg2reg_slack_ps": 480,
        "criticalPathCategory": "reg -> reg",
        "cp.arrival_ps": 1670,
        "critPathRequiredTime_ps": 2150,
        "critPathLaunch": "Indice[0]",
        "r2r-end": "o_Tx_Serial",
        "path_max_fanout": 8,
        "cp-end-kind": "flop",
        "crit_end": "o_Tx_Serial",
        "cp-start-kind": "flop",
    },
    "layout": {
        "layout-drive-gt1-share_pct": 6.67,
        "final_cell_mix": "dfxtp_1, edfxtp_1, clkdlybuf4s50_1",
        "area_delta_synth_final_pct": 21.2,
        "mostFrequentLayoutCell": "dfxtp_1",
        "final_area_um2": 1290,
    },
    "place": {
        "dp_hpwl_um": 1380,
        "globalplace.congestion": 0.783,
        "io_buffers": 10,
        "placed_area_um2": 1240,
    },
    "flow_run": {
        "tool_warnings": 29,
        "cap_viol_max_count": 0,
    },
}
cells in the mapped netlist (3+ instances only):
library cell	number	share of area (%)
a21oi_1	3	1.4
dfxtp_1	12	23
edfxtp_1	11	31
ha_1	7	8.2
inv_1	7	2.5
mux2i_1	3	2.8
nand2_1	4	1.4
nand3_1	5	2.4
nor2_1	8	2.8
o21ai_0	3	1.4
or3_1	3	1.8
logic make-up after synthesis:
| kind of cell | after synthesis |
|---|---|
| DFF | 23 |
| and+or+nand+nor | 31 |
| buffers and inverters | 9 |
| muxes | 4 |
| xor gates and xnor gates | 3 |
| AOI/OAI and AO/OA | 16 |
| adders and majority gates | 7 |
layout make-up:
| class | count | area (um2) |
|---|---|---|
| fillers | 561 | 3850 |
| flip-flops and latches | 23 | 571 |
| multi-input cells | 61 | 459 |
| repair buffers | 10 | 100 |
| well taps | 70 | 87.6 |
| clock buffers | 4 | 45.0 |
| inverters | 7 | 26.3 |
registers in the layout, summed over array words and instances (netlist names):
signal	count
clk_Count	9
r_Tx_Data	8
Indice	3
Estado	2
o_Tx_Serial	1
per-layer routing:
metal | global-route usage, % | wire length [um] | vias to the layer above
met5 | 0 | 0 | -
met3 | 1.70 | 95 | 2
met2 | 5.67 | 788 | 9
met1 | 5.59 | 902 | 332
li1 | - | - | 361
met4 | 1.16 | 30 | 0
per-stage QoR:
stage               util, %  instances  total power (uW)  worst slack, ps
floorplan                 -         93               952              600
global placement       24.2        171              1050              503
detailed placement     24.2        171              1060              473
CTS                    25.1        175              1340              495
global route           25.1        175              1410              421
finish                 25.1        175              1330              482
power groups by stage:
stage,registers [uW],clock network [uW],logic (uW)
CTS,710,282,347
global route,726,299,387
finish,710,276,345
how the worst min path moves through the flow:
stage	cells past startpoint	startpoint	endpoint	slack, ps
finish	1	clk_Count[0]	clk_Count[0]	510
global route	1	clk_Count[8]	clk_Count[8]	560
CTS	1	clk_Count[0]	clk_Count[0]	520
critical path: cells and delay by family (launching register included):
family	cells	cell delay, ps
mux	1	520
flops	1	510
compound gates	1	230
simple gates	1	150
Power and IR drop assume default switching activity.
